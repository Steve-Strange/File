### config.mk
export PLATFORM = sky130hd
export DESIGN_NAME = Decode
export DESIGN_NICKNAME = Decode
export VERILOG_FILES = /design/flow/design.v
export SDC_FILE = /design/flow/constraint.sdc
export NUM_CORES = 4
export LEC_CHECK = 1
export CORE_AREA = 10 10 263 263
export DIE_AREA = 0 0 273 273
### constraint.sdc
current_design Decode

set clk_period 17.1
set clk_io_pct 0.2

create_clock -name clk0 -period $clk_period [get_ports {clk}]

set non_clock_inputs [all_inputs -no_clocks]
set_input_delay [expr $clk_period * $clk_io_pct] -clock clk0 $non_clock_inputs
set_output_delay [expr $clk_period * $clk_io_pct] -clock clk0 [all_outputs]
### design.v
`timescale 1ns / 1ps
module CU(
    input [31:0] Ins,
    input branchTrue,            
    output [4:0] GRF_WA,         
    output [2:0] GRF_WDSrc,
    output ALUSrc,
    output [2:0] ALUSelect,
    output MemWrite,
    output EXTSelect,
    output [2:0] BranchSelect,
    output [2:0] NPCSelect,
    output ByteLW,
    output [5:0] opcode,funct,
    output [4:0] rs,rt,rd,
    output [4:0] shamt,
    output [15:0] imm16,
    output [25:0] imm26,
    output [1:0] Tuse_rs,
    output [1:0] Tuse_rt,
    output [1:0] E_Tnew,
    output [1:0] M_Tnew
    );
    wire R,add,sub,xOr,ori,lui,lw,sw,j,beq,bne,jal,jr,sll,lb,sb,bltzal;
    wire cal_r,cal_i,load,save,branch,shift,jreg,jadd,jlink;
    assign {opcode,rs,rt,rd,shamt,funct}=Ins;
    assign imm16 = {rd,shamt,funct};
    assign imm26 = {rs,rt,rd,shamt,funct};
    assign R=(opcode==0);
    assign add =(R&&funct==6'b100000); 
    assign sub =(R&&funct==6'b100010);
    assign xOr =(R&&funct==6'b100110);
    assign ori =(opcode==6'b001101); 
    assign lui =(opcode==6'b001111);
    assign sw  =(opcode==6'b101011);  
    assign lw  =(opcode==6'b100011); 
    assign beq =(opcode==6'b000100);
    assign bne =(opcode==6'b000101);
    assign j   =(opcode==6'b000010);
    assign jal =(opcode==6'b000011); 
    assign jr  =(R&&funct==6'b001000);
    assign sll =(R&&funct==6'b000000);
    assign lb  =(opcode==6'b100000);
    assign sb  =(opcode==6'b101000);
    assign bltzal=(opcode==6'b000001);
    assign cal_r=(add||sub||xOr);
	assign cal_i=(ori||lui);
	assign load=(lw||lb);
	assign save=(sw||sb);
	assign branch=(beq||bne);
    assign shift=sll;
    assign jreg = jr;
    assign jadd = (j||jal);
    assign jlink = jal;
    assign GRF_WA=  (cal_i||load)?rt:
                    (cal_r||shift)?rd:
                    (jlink||(bltzal&&branchTrue))?5'd31:
                    5'b00000;      
    assign GRF_WDSrc=(load)?3'b001:                   
                     (jlink)?3'b010:                  
                     3'b000;                          
    assign MemWrite=(save);
    assign ALUSrc=(cal_i||load||save);                
    assign ALUSelect= (sub)?3'b001:                      
                      (ori)?3'b010:                      
                      (lui)?3'b011:                      
                      (xOr)?3'b100:                      
                      3'b000;                            
    assign EXTSelect=(cal_i);                            
    assign BranchSelect= (beq)?3'b000:                   
                         (bne)?3'b001:                   
                         (bltzal)?3'b010:
                         3'b100;
    assign NPCSelect=(branch||bltzal)?3'b001:        
                     (jreg)?3'b010:                  
                     (jadd)?3'b100:                  
                      3'b000;                        
    assign ByteLW=(lb||sb);
	assign Tuse_rs= (branch||jreg||bltzal)?0:
				    (cal_r||(cal_i&&!shift)||save||load)?1:
					3;
	assign Tuse_rt= (branch)?0:
					(cal_r)?1:
					(save)?2:
					3;
	assign E_Tnew=  (cal_r||cal_i)?1:
					(load)?2:
					0;
	assign M_Tnew=  (load)?1:
					0;
endmodule
`timescale 1ns / 1ps
module Decode(
    input clk,
    input reset,
    input E_Flush,
    input [31:0] F_PC,       
    input [31:0] D_PC,
    input [31:0] D_Ins,
    output reg [31:0] E_PC,
    output reg [31:0] E_Ins,
    output [1:0] Tuse_rs,Tuse_rt,         
    output [4:0] D_rs, D_rt,                     
    output [31:0] D_rs_data,D_rt_data,           
    input [31:0] D_rs_fw,D_rt_fw,              
    output reg [31:0] E_rs_data, E_rt_data,      
    output D_Flush,
    output D_branchTrue,
    output reg E_branchTrue,         
    output reg [31:0] E_EXT_out,     
    output [31:0] NPC                
    );
    wire [5:0] opcode,funct;
    wire [15:0] imm16;
	wire [2:0] BranchSelect;
	wire EXTSelect;
	wire [2:0] NPCSelect;
	wire [31:0] D_EXT_out;
    assign D_EXT_out=EXTSelect?{16'b0,imm16}:                
                               {{16{imm16[15]}},imm16};      
    wire D_branchTrue;
    assign D_branchTrue=(BranchSelect==3'b000)?(D_rs_fw==D_rt_fw):     
                        (BranchSelect==3'b001)?~(D_rs_fw==D_rt_fw):    
                        (BranchSelect==3'b010)?($signed(D_rs_fw)>$signed(0)):
                        0;
    assign NPC= (NPCSelect == 3'b001&&D_branchTrue)?D_PC+4+{{14{D_Ins[15]}},D_Ins[15:0],2'b00}:    
                (NPCSelect == 3'b010)?D_rs_fw:                               
                (NPCSelect == 3'b100)?{D_PC[31:28],D_Ins[25:0],2'b00}:       
                F_PC + 4;
    assign D_Flush=(BranchSelect==3'b010&&!D_branchTrue);
    always @(posedge clk) begin
        if(reset||E_Flush) begin
            E_PC<=0;
            E_Ins<=0;
            E_rs_data<=0;
            E_rt_data<=0;
            E_EXT_out<=0;
            E_branchTrue<=0;
        end
        else begin
            E_PC<=D_PC;
            E_Ins<=D_Ins;
            E_rs_data<=D_rs_fw;
            E_rt_data<=D_rt_fw;
            E_EXT_out<=D_EXT_out;
            E_branchTrue<=D_branchTrue;
        end
    end
CU D_cu (
    .Ins(D_Ins),
    .branchTrue(D_branchTrue),
    .Tuse_rs(Tuse_rs), 
    .Tuse_rt(Tuse_rt),
    .rs(D_rs), 
    .rt(D_rt),
    .imm16(imm16),
    .BranchSelect(BranchSelect), 
    .EXTSelect(EXTSelect),
    .NPCSelect(NPCSelect)
    );
endmodule
### run.sh
#!/bin/bash
# OpenROAD 26Q1-2900-gdf79404cd8, Yosys 0.63+post, stock flow scripts
make -C /OpenROAD-flow-scripts/flow DESIGN_CONFIG=/design/flow/config.mk WORK_HOME=/design/flow/orfs finish
==> summary.txt <==
Numbers from the implementation run.

Clock tree synthesis found a total of 130 sinks. The maximum cell stage delay along the critical path is approximately 860 ps. The arrival time at the worst endpoint is approximately 7800 ps.

Of the cells placed in the final design, the portion with a size suffix greater than 1 is under 10%. In this run the tool buffered the top-level ports with 371 buffer cells. The detailed router placed ~8000 vias in this run. Summed over all routing layers, the global router reports a total usage of 11.6%. The power density over cell area is 76.1 nW/um2. The effective utilization at floorplan is about an eighth. On the reported timing paths, the clock transition at the registers reads approximately 60 ps. Detailed placement reports a standard cell area of 12300 um2. Cells fill 20.5% of the core in the end.

Note that the worst hold path type here is primary input to flip-flop. The floorplan die height is around 270 um. The CTS tree is built. On the final layout, the worst hold slack is between 3000 and 4000 ps. In the post-synthesis netlist, the biggest area contributors are dfxtp_1 (32%), and2_1 (10%), buf_4 (9.7%), ha_1 (8.9%), xor2_1 (6.1%). Per the gpl log, the routability congestion estimate is roughly 0.9.

The pin slew with the least headroom to its limit is ~1000 ps. The maximum fanout count along the critical path is roughly 47. The top achievable clock speed is roughly 0.09 GHz.

The startpoint type of the worst setup path is a primary input. The post-DP HPWL is around 38000 um. TritonRoute reported its final design rule violation total as 0. Overall power consumption after layout is estimated at about 980 uW.

The cell type that accounts for the most area after synthesis is dfxtp_1. The OpenROAD warning count is 25. The timing report shows the most common cell along the critical path to be clkdlybuf4s50_1. The quantity of gates resized following cts is 0. The most frequently used flop master after synthesis is dfxtp_1. The total non-filler cell area in the finished layout is roughly 13000 um2. The remaining global-route overflow is 0. The count of state elements after synthesis is approximately 130. The smallest clock period supported by the final layout is computed as approximately 11000 ps.

The required time of the critical path is 13680 ps. The synthesized netlist contains 56 unique library cells. The commonest cells after synthesis are and2_1 (130), dfxtp_1 (130), buf_4 (105). The via count of the first global-routing pass is a little under 8000.

The H-tree generated during clock tree synthesis spans 4 levels. After synthesis, the chip area reported by Yosys is a little over 8000 um2. Setup repair after global routing left no endpoint under its margin. The cell area that synthesis handed to floorplanning was ~8100 um2.

The routed wire length per instance is roughly 21 um. Synthesis produced around 950 cells. The ratio of routed vias to standard cells is about 3.7. Among all stages on the critical path, the largest delay is contributed by a211oi_1.

Per the repair_timing log after CTS, setup buffers inserted total 0. The worst setup path category is primary input to primary output. The max-capacitance violation count is 0. The largest net degree at the start of global routing is 77. In this run the static leakage power is 5.01 nW. The average cell area after synthesis is roughly 8.5 um2. The first-pass GRT wire length is approximately 60000 um. The clock passes through at most 2 buffers.

For this run, the register share of the synthesized area comes to between 30% and 40%. The core outline area is roughly 63000 um2. According to the floorplan report, the total die area is ~75000 um2. The flow ran to the end, and the final reports show no timing, DRC or antenna violations. The critical path goes through clkdlybuf4s50_1 > nand3b_1 > buf_4 > nor2_1 > a211oi_1 > a21oi_1 > mux2i_1 > clkdlybuf4s50_1. The worst setup path is captured at a primary output.

Looking at the clock tree report, the root buffer type is clkbuf_16. The number of warnings reported in the yosys synthesis log is 65. Per the layout report, the design carries 6844 filler cells. The number of setup violations in the final report is 0. The max-slew check reports its worst relative slack as 31.1%. Summed over its instances, the top area cell type makes up 32.0% of the synthesized netlist area. The share of synthesized registers carrying an async set or reset is 0%. The analysis reports a worst IR drop on VDD of 75.8 uV. The sum of routed wire length over all layers is ~45000 um. The post-synthesis cell count from yosys is 954. The first detailed-routing pass ran for 5 iterations. In this run the layout overhead on the synthesized area is reported as 59.3%. Dividing the final minimum period by the clock period gives between 60% and 70%. The I/O pin count is about 440.

The number of placement rows is between 90 and 100. The count of hold-fix buffers inserted at cts is 0. The post-synth tally of flip-flops with integrated enable is 0. Hold analysis shows the worst path with a depth of 2. The total clock buffers created by CTS is 17. Per the final timing report, the hold violations number 0.

The number of antenna violations at the first check in global routing was 14. The final max-slew violation count recorded for this run is 0. The final antenna-violating net count is 0. Measured along the x axis, the die boundary spans around 270 um. For this block, the initial DRC count from the detailed router was roughly 640. The final sum of negative setup slack is 0 ps.
final cells by class:
class	count	area (um2)	area share (%)
repair buffers	379	3770	29.2
flip-flops and latches	130	2600	20.1
clock inverters	13	220	1.70
multi-input cells	726	4770	36.8
well taps	846	1060	8.18
clock buffers	19	443	3.42
diodes	4	10.0	0.0773
inverters	18	67.6	0.522
critical path, delay by kind of cell:
kind / cells / cell delay (ps)
buffers and inverters: 3 / 1990
AND/OR/NAND/NOR: 2 / 730
multiplexers: 1 / 390
AND-OR/OR-AND: 2 / 1200
flip-flops by register name, indices dropped and copies added (netlist names):
name	cells
E_rt_data	32
E_branchTrue	1
E_rs_data	32
E_PC	32
E_EXT_out	1
E_Ins	32
path summary, 6_finish.rpt:
| path | startpoint | end |
|---|---|---|
| max | D_Ins[28] | NPC[19] |
| min | D_PC[0] | E_PC[0] |
cells in the final DEF, fill, tap and decap left out, drive strengths merged, types with 2 or more instances in the layout:
| master | count |
|---|---|
| nand3 | 22 |
| a211oi | 24 |
| nor4 | 21 |
| o21bai | 9 |
| nor2b | 2 |
| inv | 23 |
| o21ai | 42 |
| xnor2 | 28 |
| nor3 | 10 |
| conb | 64 |
| dfxtp | 130 |
| nand2 | 54 |
| and4 | 4 |
| o211a | 2 |
| clkinv | 3 |
| buf | 8 |
| ha | 58 |
| and3 | 9 |
| or2 | 5 |
| clkbuf | 19 |
| nor2 | 43 |
| diode | 4 |
| and2 | 130 |
| o211ai | 4 |
| mux2i | 12 |
| a31oi | 11 |
| clkdlybuf4s50 | 371 |
| o22ai | 5 |
| o31a | 2 |
| bufinv | 5 |
| a21o | 11 |
| a21oi | 69 |
| nand4 | 9 |
| xor2 | 57 |
| o31ai | 3 |
| nand2b | 3 |
metal layers:
metal	vias to the layer above	global-route usage, %	part of all wire (%)
li1	3767	-	-
met1	3640	14.9	43
met2	398	18.1	44
met3	52	5.37	11
met4	20	1.63	1.6
met5	-	0	0.32
stage by stage:
stage / setup slack [ps] / std cells
after floorplan: 7960 / 1017
after global placement: 5880 / 2099
after global routing: 5750 / 2131
after CTS: 5930 / 2131
after detailed placement: 5950 / 2099
final: 5910 / 2135
power breakdown:
part	internal (mW)	total (mW)	switching (mW)
Clock	0.265	0.427	0.162
Combinational	0.123	0.239	0.116
Sequential	0.315	0.319	0.00360
Total	0.703	0.984	0.281
kinds of logic after synthesis:
family,count (synthesis),share of synthesized area (%)
other,1,0.0461
buffers and inverters,161,12.4
DFF,130,32.0
xor gates and xnor gates,85,9.16
AOI/OAI and AO/OA,188,14.0
adders and majority gates,59,9.17
and+or+nand+nor,317,21.6
muxes,13,1.62
No activity file was given, so power comes from the tool's default toggle rates.
