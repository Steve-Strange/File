==> flow/design.v <==
`timescale 1ns / 1ps
module CU(
    input [31:0] Ins,
    input branchTrue,            
    output [4:0] GRF_WA,         
    output [2:0] GRF_WDSrc,
    output ALUSrc,
    output [2:0] ALUSelect,
    output MemWrite,
    output EXTSelect,
    output [2:0] BranchSelect,
    output [2:0] NPCSelect,
    output ByteLW,
    output [5:0] opcode,funct,
    output [4:0] rs,rt,rd,
    output [4:0] shamt,
    output [15:0] imm16,
    output [25:0] imm26,
    output [1:0] Tuse_rs,
    output [1:0] Tuse_rt,
    output [1:0] E_Tnew,
    output [1:0] M_Tnew
    );
    wire R,add,sub,xOr,ori,lui,lw,sw,j,beq,bne,jal,jr,sll,lb,sb,bltzal;
    wire cal_r,cal_i,load,save,branch,shift,jreg,jadd,jlink;
    assign {opcode,rs,rt,rd,shamt,funct}=Ins;
    assign imm16 = {rd,shamt,funct};
    assign imm26 = {rs,rt,rd,shamt,funct};
    assign R=(opcode==0);
    assign add =(R&&funct==6'b100000); 
    assign sub =(R&&funct==6'b100010);
    assign xOr =(R&&funct==6'b100110);
    assign ori =(opcode==6'b001101); 
    assign lui =(opcode==6'b001111);
    assign sw  =(opcode==6'b101011);  
    assign lw  =(opcode==6'b100011); 
    assign beq =(opcode==6'b000100);
    assign bne =(opcode==6'b000101);
    assign j   =(opcode==6'b000010);
    assign jal =(opcode==6'b000011); 
    assign jr  =(R&&funct==6'b001000);
    assign sll =(R&&funct==6'b000000);
    assign lb  =(opcode==6'b100000);
    assign sb  =(opcode==6'b101000);
    assign bltzal=(opcode==6'b000001);
    assign cal_r=(add||sub||xOr);
	assign cal_i=(ori||lui);
	assign load=(lw||lb);
	assign save=(sw||sb);
	assign branch=(beq||bne);
    assign shift=sll;
    assign jreg = jr;
    assign jadd = (j||jal);
    assign jlink = jal;
    assign GRF_WA=  (cal_i||load)?rt:
                    (cal_r||shift)?rd:
                    (jlink||(bltzal&&branchTrue))?5'd31:
                    5'b00000;      
    assign GRF_WDSrc=(load)?3'b001:                   
                     (jlink)?3'b010:                  
                     3'b000;                          
    assign MemWrite=(save);
    assign ALUSrc=(cal_i||load||save);                
    assign ALUSelect= (sub)?3'b001:                      
                      (ori)?3'b010:                      
                      (lui)?3'b011:                      
                      (xOr)?3'b100:                      
                      3'b000;                            
    assign EXTSelect=(cal_i);                            
    assign BranchSelect= (beq)?3'b000:                   
                         (bne)?3'b001:                   
                         (bltzal)?3'b010:
                         3'b100;
    assign NPCSelect=(branch||bltzal)?3'b001:        
                     (jreg)?3'b010:                  
                     (jadd)?3'b100:                  
                      3'b000;                        
    assign ByteLW=(lb||sb);
	assign Tuse_rs= (branch||jreg||bltzal)?0:
				    (cal_r||(cal_i&&!shift)||save||load)?1:
					3;
	assign Tuse_rt= (branch)?0:
					(cal_r)?1:
					(save)?2:
					3;
	assign E_Tnew=  (cal_r||cal_i)?1:
					(load)?2:
					0;
	assign M_Tnew=  (load)?1:
					0;
endmodule
`timescale 1ns / 1ps
module Execute(
    input clk,
    input reset,
    input [31:0] E_PC,
    input [31:0] E_Ins,
    output reg [31:0] M_PC,
    output reg [31:0] M_Ins,
    output [1:0] E_Tnew,         
    output [4:0] E_GRF_WA,       
    output [31:0] E_GRF_WD,      
    output [4:0] E_rs, E_rt,                     
    output [31:0] E_rs_data,E_rt_data,           
    input [31:0] E_rs_fw,E_rt_fw,              
    output reg [31:0] M_rt_data,      
    input E_branchTrue,
    input [31:0] E_EXT_out,
    output reg [31:0] M_ALU_Y,
    output reg M_branchTrue
    );
    wire [2:0] ALUSelect;
    wire ALUSrc;
    wire [2:0] GRF_WDSrc;
    wire [31:0] E_ALU_A,E_ALU_B,E_ALU_Y;
    assign E_GRF_WD=(GRF_WDSrc==3'b010)?E_PC+8:32'bz;        
    assign E_ALU_A=E_rs_fw;
    assign E_ALU_B=ALUSrc?E_EXT_out:E_rt_fw;
    always @(posedge clk) begin
        if(reset) begin
            M_PC<=0;
            M_Ins<=0;
            M_ALU_Y<=0;
            M_rt_data<=0;
            M_branchTrue<=0;
        end
        else begin
            M_PC<=E_PC;
            M_Ins<=E_Ins;
            M_ALU_Y<=E_ALU_Y;
            M_rt_data<=E_rt_fw;
            M_branchTrue<=E_branchTrue;
        end
    end
CU E_cu (
    .Ins(E_Ins),
    .branchTrue(E_branchTrue),
    .E_Tnew(E_Tnew),
    .rs(E_rs),
    .rt(E_rt),
    .GRF_WA(E_GRF_WA),
    .ALUSrc(ALUSrc),
    .ALUSelect(ALUSelect),
    .GRF_WDSrc(GRF_WDSrc)
    );
ALU E_alu (
    .op(ALUSelect), 
    .A(E_ALU_A),
    .B(E_ALU_B), 
    .Y(E_ALU_Y)
    );
endmodule
`timescale 1ns / 1ps
module ALU(
    input [2:0] op,
    input [31:0] A,
    input [31:0] B,
    output [31:0] Y,
    output Greater,
    output Equal,
    output Less
    );
    assign Y=(op==3'b000)?A+B:
             (op==3'b001)?A-B:
             (op==3'b010)?A|B:
             (op==3'b011)?{B[15:0],16'b0}:
             (op==3'b100)?A^B:
             9999;
    assign Greater=(A>B);        
    assign Equal=(A==B);
    assign Less=(A<B);
endmodule
==> flow/run.sh <==
#!/bin/bash
# OpenROAD 26Q1-2900-gdf79404cd8, Yosys 0.63+post, stock flow scripts
make -C /OpenROAD-flow-scripts/flow DESIGN_CONFIG=/design/flow/config.mk WORK_HOME=/design/flow/orfs finish
==> flow/config.mk <==
export PLATFORM = sky130hd
export DESIGN_NAME = Execute
export DESIGN_NICKNAME = Execute
export VERILOG_FILES = /design/flow/design.v
export SDC_FILE = /design/flow/constraint.sdc
export NUM_CORES = 4
export LEC_CHECK = 1
export CORE_AREA = 10 10 267 267
export DIE_AREA = 0 0 277 277
==> flow/constraint.sdc <==
current_design Execute

set clk_period 26.3
set clk_io_pct 0.2

create_clock -name clk0 -period $clk_period [get_ports {clk}]

set non_clock_inputs [all_inputs -no_clocks]
set_input_delay [expr $clk_period * $clk_io_pct] -clock clk0 $non_clock_inputs
set_output_delay [expr $clk_period * $clk_io_pct] -clock clk0 [all_outputs]
==> Slide: Implementation Results <==
Run Summary

Critical path
  – Startpoint Class: input port
  – Worst EP arrival: approximately 8400 ps
  – CP endpoint kind: output pin
  – Critical Path RT: roughly 21,000 ps
  – Critical setup path kind: in2out
  – Largest fanout on the critical path: 5

Synth
  – Synth Cell Area: 9916 sq um
  – Async set-reset flop share out of synthesis: 0%
  – Seq share, synth: a little over a quarter
  – Main synth FF type: dfxtp_1
  – Unique masters post-synth: approximately 82
  – Ys cells: roughly 1,300
  – Flops after synth: 129
  – Yosys stat chip area: about 9900 sq um
  – EDFF count, synth: 0
  – Synth area leader: dfxtp_1
  – Syn Area/Cell: 7.820 sq um
  – Largest cells by area after synthesis: dfxtp_1 (26%), ha_1 (11%), nor2b_1 (6.5%)
  – Synth warnings: between 60 and 70
  – Top cell area share: around a quarter
  – Mapped Cells: 1,268

Floorplanning
  – Num rows: between 90 and 100
  – Die area: 76,730 sq um
  – FP Util: 15.11%
  – Die width: between 200 and 300 microns
  – Core area: between 60,000 and 70,000 sq um
  – I/O pin count: slightly above 400
  – Die height: around 280 microns

Clocking
  – Setup bufs post-CTS: 0
  – Hold-fix buffers, CTS: 0
  – Inserted Clock Buffers: 17
  – CTS Buffer Depth: 2
  – CTS tree: done
  – H-Tree Depth: 4
  – Cts repair resizes: 0
  – Clk slew on worst S/H paths: approximately 70 ps
  – Clock Sinks: 129
  – CTS Root Cell: clkbuf_16

STA
  – Crit path time final: around 14,000 ps
  – RSZ-0062 raised after global routing: false
  – Max transition margin: 42.78%
  – Sum Neg Setup Slack: 0 ps
  – Worst slew pin tran: about 830 ps
  – Period utilization: 51.95%
  – Final hold violations: 0
  – Max Fclk: ~73 MHz
  – Pins Over Slew Limit: 0
  – Setup-failing EPs final: 0

Route
  – First-iteration detailed-routing DRC count: roughly 630
  – Detail Route Antenna Nets: 0
  – Vias: around 10,000
  – Number of remaining DRC errors: 0
  – Avg Vias per Cell: 4.075
  – Routed WL: 49,580 microns
  – WL/cell: about 20 microns
  – Detailed Routing Iterations Pass 1: 5

Job
  – Max-Cap Viols: 0
  – Count of tool warnings: 78

GRT
  – First-pass GRT wire length: ~70,000 microns
  – Global Route Usage Sum: between 10 and 15%
  – Largest net degree at the start of global routing: ~53
  – GRT overflow: 0
  – Vias in the first global route: roughly 9,700
  – Initial antenna violation count: 25

Layout
  – Most instantiated logic cells after routing: clkdlybuf4s50_1 (339), dfxtp_1 (129), nand2_1 (108), a21oi_1 (105)
  – Area delta synth->final: 46.73%
  – Fin util: between 20% and 30%
  – Layout cells sized above 1: around 5.0%
  – Commonest Layout Cell: clkdlybuf4s50_1
  – Fillers: roughly 7,200

Outcome
  – Outcome: finished clean

Power and ir drop
  – Peak supply drop: 0.04102 mV
  – Pwr per Cell Area: slightly below 50 nW/um^2
  – Leak: 5.946 nW

Place
  – Port bufs: around 340
  – DPL Wire Length: slightly above 40,000 microns
  – GPL Wtd Cong: roughly 0.95

Worst hold path
  – HP Class: in2reg
[cells by family (layout without fill, tap and decap cells)]
logic type / count (synthesis) / after routing / synth area share, %
simple gates: 433 / 433 / 22.13
compound gates: 310 / 310 / 21.39
buf+inv: 225 / 481 / 11.62
flops: 129 / 129 / 26.04
fa+ha+maj: 90 / 90 / 11.51
xor+xnor: 65 / 65 / 5.741
mux: 15 / 15 / 1.527
other cells: 1 / 67 / 0.03782
[sequential cells by signal (all words and copies together), names as in the netlist]
name / flops
M_rt_data: 32
M_ALU_Y: 32
M_PC: 32
M_Ins: 32
M_branchTrue: 1
[cell usage after synthesis, types with 8 or more instances]
cell type    n
ha_1        88
and3_1      12
xor2_1      16
o21ai_0     35
o21ai_1      8
nor2b_1    103
nand2b_1    11
a211oi_1    14
nor3_1      18
buf_4       77
a221oi_1    14
mux2i_1     14
o21bai_1     9
a31oi_1     12
clkbuf_1    48
o21a_1       8
nand2_1    108
nor4_1       9
inv_1       88
nand3_1     28
xnor2_1     49
a21oi_1    105
o22ai_1      8
dfxtp_1    129
o211ai_1    10
nor2_1     103
a21o_1      19
[worst max-delay path: stages]
cell and delay [ps]:
clkdlybuf4s50_1 550, and3_1 190, and2_1 200, and3_1 270, nor2b_1 190, and4_1 300
nor2b_1 270, nor2b_1 260, nand2_1 100, xnor2_1 280, clkdlybuf4s50_1 530
[metal layers]
metal	share of wire, %	wire length [microns]	global-route usage (%)	up-vias
li1	-	-	-	4838
met5	0.52	258	0	-
met3	12	5965	6.249	72
met2	44	21830	19.31	456
met1	41	20560	15.62	4592
met4	2.0	974	1.979	42
[worst paths after layout]
path              startpoint             to  slack (ps)  cells past startpoint
setup / recovery     E_PC[5]   E_GRF_WD[28]       12640                     11
hold / removal         reset  M_rt_data[29]        5200                      2
[stage by stage]
step	instance area, sq um	total power [mW]	worst slack [ps]	instances	hold slack, ps
global route	14540	0.7433	12450	2452	5222
global placement	13960	0.4531	12640	2419	5693
floorplan	10150	0.3401	14270	1331	5372
detailed placement	13960	0.4520	12650	2419	5694
CTS	14540	0.7156	12630	2451	5167
finish	14550	0.6997	12640	2454	5203
[report_power, final]
group          internal, mW  switching [mW]  total, mW  leakage [nW]
clock network         0.136           0.117      0.253         0.287
registers             0.211         0.00396      0.215          1.08
logic                 0.113           0.119      0.232          4.58
total                 0.461           0.239      0.700          5.95
[layout make-up]
| cell class | count | area, sq um | area share (%) |
|---|---|---|---|
| inverters | 91 | 341.6 | 2.348 |
| flip-flops and latches | 129 | 2582 | 17.75 |
| multi-input cells | 977 | 6417 | 44.11 |
| well taps | 864 | 1081 | 7.430 |
| repair buffers | 358 | 3536 | 24.30 |
| diodes | 3 | 7.507 | 0.05160 |
| clock buffers | 18 | 439.2 | 3.019 |
| clock inverters | 14 | 143.9 | 0.9890 |
No activity file was given, so power comes from the tool's default toggle rates.
