<file path="./run.sh">
#!/bin/bash
# OpenROAD 26Q1-2900-gdf79404cd8, Yosys 0.63+post, stock flow scripts
make -C /OpenROAD-flow-scripts/flow DESIGN_CONFIG=/design/flow/config.mk WORK_HOME=/design/flow/orfs finish
</file>
<file path="./config.mk">
export PLATFORM = sky130hd
export DESIGN_NAME = TC
export DESIGN_NICKNAME = TC
export VERILOG_FILES = /design/flow/design.v
export SDC_FILE = /design/flow/constraint.sdc
export NUM_CORES = 4
export LEC_CHECK = 1
export CORE_UTILIZATION = 40
</file>
<file path="./constraint.sdc">
current_design TC

set clk_period 9.8
set clk_io_pct 0.2

create_clock -name clk0 -period $clk_period [get_ports {clk}]

set non_clock_inputs [all_inputs -no_clocks]
set_input_delay [expr $clk_period * $clk_io_pct] -clock clk0 $non_clock_inputs
set_output_delay [expr $clk_period * $clk_io_pct] -clock clk0 [all_outputs]
</file>
<file path="./design.v">
`timescale 1ns / 1ps
module TC(
    input clk,
    input reset,
    input [31:2] Addr,
    input WE,
    input [31:0] Din,
    output [31:0] Dout,
    output IRQ
    );
	reg [1:0] state;
	reg [31:0] mem [2:0];		 
	reg _IRQ;
	assign IRQ = mem[0][3] & _IRQ;		 
	assign Dout = mem[Addr[3:2]];		 
	wire [31:0] load = Addr[3:2] == 0 ? {28'h0, Din[3:0]} : Din;		 
	integer i;
	always @(posedge clk) begin
		if(reset) begin
			state <= 0; 
			for(i = 0; i < 3; i = i+1) mem[i] <= 0;
			_IRQ <= 0;
		end
		else if(WE) begin
			mem[Addr[3:2]] <= load;
		end
		else begin
			case(state)
				2'b00 : if(mem[0][0]) begin		 
					state <= 2'b01;
					_IRQ <= 1'b0;	
				end
				2'b01 : begin					 
					mem[2] <= mem[1];
					state <= 2'b10;
				end
				2'b10  : 						
					if(mem[0][0]) begin			 
						if(mem[2] > 1) mem[2] <= mem[2]-1;
						else begin				 
							mem[2] <= 0;
							state <= 2'b11;
							_IRQ <= 1'b1;
						end
					end
					else state <= 2'b00;
				default : begin
					if(mem[0][2:1] == 2'b00) mem[0][0] <= 1'b0;	 
					else _IRQ <= 1'b0;							 
					state <= 2'b00;								 
				end
			endcase
		end
	end
endmodule
</file>
==> results.tsv <==
stage	metric	value	unit
outcome	outcome	complete, no violations	
logic_synthesis	ys_cells	552	
logic_synthesis	ys_ff	133	
setup_path	r2r_end	mem[2][27]$_SDFFCE_PN0P_	
die	num_rows	47	
logic_synthesis	edf_count	128	
drt	wl_per_cell	20.7	µm
setup_path	crit_fanout	37	
die	die_x	132	µm
drt	drt_pre_antenna_iters	4	
setup_path	cp_data_arrival_time	3.72	ns
timing	skew	0.00866	ns
timing	rsz0062_at_grt	false	
grt	grt_pass1_vias	5172	
grt	grt_overflow_total	0	
final_layout	layout.cells.non_filler	880	
die	die_area	17500	µm²
die	design.portCount	98	
die	coreArea	16600	µm²
cts	hold_buffers	0	
grt	antenna_found_initial	0	
setup_path	cp_top_family	buffers and inverters	
placement	post-dp-hpwl	11.0	mm
setup_path	reg2reg_depth	6	
setup_path	cp_slowest_cell	mux4_2	
drt	dr_total_vias	4936	
final_layout	final-comb-area	2810	µm²
timing	fin_crit_sh	58.0	%
setup_path	required	7.84	ns
logic_synthesis	ys_seq_share	58.0	%
setup_path	cp-start-kind	input port	
logic_synthesis	ys_types	54	
timing	min_period	5.68	ns
cts	cts_buffers	17	
setup_path	crit_start	Addr[2]	
final_layout	drive_gt1_share	15.6	%
setup_path	rrSetupSlack	6.95	ns
final_layout	final_util	50.8	%
final_layout	postLayoutCellArea	8420	µm²
hold_path	hp-class	flop to flop	
grt	grt_max_degree	40	
logic_synthesis	ys_area	6800	µm²
hold_path	hold_path.startpoint	state[3]$_DFF_P_	
placement	io_buffer_count	69	
die	fp.dieH	132	µm
drt	routed_wl	18.2	mm
hold_path	min_path_cells	2	
drt	drt_iter0_markers	332	
drt	drtAntennaViolNets	0	
final_layout	fillers	1418	
cts	htree_levels	4	
timing	setup_violations	0	
run	warnings	54	
cts	cts.path.max_buffers	2	
power_and_ir_drop	ir_drop	127	µV
power_and_ir_drop	p_per_area	169	nW/µm²
timing	hold_viol	0	
logic_synthesis	synth_area_per_cell	12.3	µm²
drt	viasPerCell	5.61	
setup_path	rr_startpoint	mem[2][16]$_SDFFCE_PN0P_	
run	maxCapViolCount	0	
placement	placed_area	7870	µm²
logic_synthesis	flop_cell	edfxtp_1	
drt	drc_errors	0	
power_and_ir_drop	cellLeakagePower	3.10	nW
setup_path	path_class	input port to primary output	
cts	root_buffer	clkbuf_16	
timing	finalMaxSlewViolations	0	
grt	grt_pass1_wl	28.6	mm
grt	grt_usage	23.2	%
logic_synthesis	synthCells	552	
final_layout	most-common-layout-cells	edfxtp_1, nor2_1, clkdlybuf4s50_1	
logic_synthesis	async_reset_ff_share	0	%
final_layout	area_growth	23.9	%
die	fp_util	41.0	%
timing	slew_headroom	34.8	%
timing	hold_ws	0.446	ns
cts	cts_resized	0	
placement	place_congestion	0.834	
timing	tightestPinTransition	0.975	ns
setup_path	max_stage_delay	0.64	ns
setup_path	critPathBufInv	3	
logic_synthesis	synth_warnings	1	
timing	max_clock_freq	176	MHz
timing	tns	0	ns
cts	clock_latency	0.42	ns
cts	cts_tree	built	
setup_path	endpoint_kind	primary output	
cts	clk_pin_slew	0.06	ns
setup_path	path_cells	buf_2 > buf_4 > mux4_2 > clkdlybuf4s50_1	
drt	n_antenna_cell	0	
cts	clock_sinks	133	
final_layout	flop_area	3940	µm²
hold_path	hold-path-endpoint	state[3]$_DFF_P_	
final_layout	lay_top_count	edfxtp_1	
logic_synthesis	syn-cell-area	6800	µm²
placement	place_inst	848	
cts	post-cts-setup-buffers	0	
power breakdown:
part,internal [mW],total [mW],switching [mW],leakage [nW]
logic,0.0813,0.158,0.0772,1.52
clock network,0.352,0.588,0.236,0.267
registers,0.659,0.678,0.0187,1.31
total,1.09,1.42,0.332,3.10
metrics by stage:
step	setup WS (ns)	total power, mW
after floorplan	4.21	0.769
after global placement	4.09	0.845
after detailed placement	4.08	0.847
after CTS	4.07	1.43
after global routing	3.98	1.47
final	4.12	1.42
flip-flops by register name, summed over array words and instances, names as in the netlist:
register and cells:
_IRQ 1, mem 128, state 4
synthesized netlist by cell type, types with 2 or more instances:
cell type / count / area, µm²
a21oi_1: 20 / 100
a221oi_1: 9 / 78.8
a31oi_1: 3 / 18.8
a32o_1: 2 / 20.0
and2_1: 14 / 87.6
and3_1: 12 / 75.1
and4_1: 2 / 17.5
buf_1: 4 / 15.0
clkbuf_1: 31 / 116
dfxtp_1: 5 / 100
edfxtp_1: 128 / 3840
ha_1: 2 / 25.0
inv_1: 8 / 30.0
mux4_2: 32 / 721
nand2_1: 43 / 161
nand2b_1: 3 / 18.8
nand3_1: 30 / 150
nand4_1: 4 / 25.0
nor2_1: 81 / 304
nor3_1: 24 / 120
nor4_1: 13 / 81.3
nor4_2: 4 / 50.1
o211ai_1: 3 / 22.5
o21ai_0: 4 / 20.0
o21ai_1: 2 / 10.0
o31ai_1: 2 / 15.0
or2_2: 5 / 31.3
or3_1: 6 / 37.5
or4_1: 6 / 45.0
xnor2_1: 8 / 70.1
xor2_1: 19 / 166
final cells by class:
cell class / count / area share (%)
well taps: 220 / 3.27
inverters: 8 / 0.357
repair buffers: 86 / 9.60
clock inverters: 14 / 1.34
flip-flops and latches: 133 / 46.8
clock buffers: 18 / 5.22
multi-input cells: 401 / 33.4
metal layers:
| layer | vias to the layer above | track usage, % | share of wire [%] |
|---|---|---|---|
| met3 | 11 | 10.7 | 11 |
| met5 | - | 0.556 | 0 |
| met4 | 0 | 1.98 | 0.62 |
| met1 | 2405 | 34.7 | 42 |
| li1 | 2271 | - | - |
| met2 | 249 | 34.6 | 47 |
kinds of logic after synthesis:
kind of cell               Yosys count  share of synthesized area, %
AOI/OAI and AO/OA                   58                          6.02
DFF                                133                          58.0
buffers and inverters               45                          2.61
and+or+nand+nor                    253                          18.7
muxes                               33                          10.8
adders and majority gates            2                         0.368
other                                1                        0.0552
xor gates and xnor gates            27                          3.48
worst max-delay path by stage:
stage                 endpoint  slack (ns)  depth (start not counted)
final                 Dout[26]        4.12                          4
after global routing  Dout[26]        3.98                          4
after CTS             Dout[14]        4.07                          4
tightest hold or removal path, delay by kind of cell (launching register included):
family           cells  cell delay, ns
DFF                  1            0.31
and+or+nand+nor      2            0.09
Power is estimated from default activity; no workload was simulated.
